**/design/flow/config.mk**
```make
export PLATFORM = sky130hd
export DESIGN_NAME = memory
export DESIGN_NICKNAME = memory
export VERILOG_FILES = /design/flow/design.v
export SDC_FILE = /design/flow/constraint.sdc
export NUM_CORES = 4
export LEC_CHECK = 1
export CORE_UTILIZATION = 50
```
**/design/flow/constraint.sdc**
```tcl
current_design memory

set clk_period 1.8
set clk_io_pct 0.2

create_clock -name clk0 -period $clk_period [get_ports {clk}]

set non_clock_inputs [all_inputs -no_clocks]
set_input_delay [expr $clk_period * $clk_io_pct] -clock clk0 $non_clock_inputs
set_output_delay [expr $clk_period * $clk_io_pct] -clock clk0 [all_outputs]
```
**/design/flow/design.v**
```verilog
module memory(
  input clk,
  input [3:0] addr,
  input [7:0] data_in,
  input we,  
  output reg [7:0] data_out
);
  reg [7:0] mem [15:0];  
  always @(posedge clk)
    begin
      if (we)
        mem[addr]<=data_in;  
      data_out<=mem[addr];  
    end
endmodule
```
**/design/flow/run.sh**
```bash
#!/bin/bash
# OpenROAD 26Q1-2900-gdf79404cd8, Yosys 0.63+post, stock flow scripts
make -C /OpenROAD-flow-scripts/flow DESIGN_CONFIG=/design/flow/config.mk WORK_HOME=/design/flow/orfs finish
```
==> qor.yml <==
worst_setup_path:
  path_cells: "clkdlybuf4s50_1"
  end_kind: "primary output"
  critical_path.startpoint: "data_out[2]$_DFF_P_"
  critical_path_class: "reg -> out"
  required_ps: 1440
  cp_top_family: "buffers and inverters"
  ff2ff_setup_slack_ps: 400
  r2r_cells: 4
  cp-endpoint: "data_out[2]"
  path_buffers: 1
  worst-path-stages: 1
  slowest_stage: "clkdlybuf4s50_1"
  slowest_delay_ps: 480
  timing.rr.end: "data_out[0]$_DFF_P_"
  arrival_ps: 1360
  cp_max_fo: 1
  r2r_start: "mem[1][0]$_DFFE_PP_"
  startpoint_type: "register"
grt:
  antenna_found_initial: 0
  grt_max_degree: 21
  grt_pass1_vias: 2571
  grt_pass1_wl_mm: 14.4
  grt_overflow: 0
  track_usage_pct: 21.9
placement:
  io_buffers: 21
  gp_congestion: 0.787
  place_area_um2: 5730
  dp_hpwl_mm: 6.13
power_and_ir_drop:
  power_leakage_uw: 0.00211
  ir_drop_mv: 0.677
  p_per_area_nw_per_um2: 1140
  pwr-share-comb_pct: 5.4
  swShare_pct: 20.4
  switchingPower_uw: 1460
  pwr-share-clk_pct: 45.0
  pwr-share-seq_pct: 49.6
  p_int_uw: 5720
sta:
  period_used_pct: 95.3
  clock_skew_ps: 7.39
  hold_viol_final: 0
  timing.slew.headroom_pct: 53.4
  hold_ws_ps: 495
  min_period_ps: 1720
  slew_viol_final: 0
  finalSetupViolCount: 0
  max_freq_mhz: 583
  tightest_slew_ps: 697
  setup_tns_ps: 0
  rsz0062_at_grt: "no"
floorplan:
  die_w_um: 103
  ioPinCount: 22
  fp_util_pct: 51.6
  fp.dieH_um: 103
  core_um2: 9820
  die-area_um2: 10500
  rows: 36
routing:
  vias_per_cell: 5.43
  routed_wl_mm: 9.44
  vias: 2410
  route.detailed.drc: 0
  drt_iter0_markers: 99
  antennaDiodeCount: 0
  drtAntennaViolNets: 0
  wl_per_cell_um: 21.3
  drt_first_pass_iters: 5
clocking:
  cts_tree: "yes"
  cts_buffer_depth: 2
  clk_pin_slew_ps: 60
  insertion_delay_ps: 510
  hold_buffers: 0
  postCtsSetupBuffers: 0
  cts-htree-levels: 4
  cts_made_buffers: 17
  clock_sinks: 136
  cts_root_buffer: "clkbuf_8"
  cts_resized: 0
run:
  cap_violations: 0
  tool_warnings: 25
logic_synthesis:
  avgSynthCellArea_um2: 22.0
  yosysUniqueCellTypes: 18
  synth_area_um2: 5070
  top_area_cell: "edfxtp_1"
  top_area_share_pct: 75.9
  yosys-stat-cells: 230
  yosys.stat.seqShare_pct: 79.0
  ys_ff: 136
  ys_area_um2: 5070
  postSynthCellCount: 230
  yosys_warnings: 1
  area_leaders: "edfxtp_1 76%, mux4_2 14%, dfxtp_1 3.2%, a22oi_1 2.4%, nor2_1 0.96%"
cells_and_area:
  comb_area_um2: 1010
  fill_cells: 690
  fin_area_um2: 6300
  layout-drive-gt1-share_pct: 33.4
  areaGrowthSynthToFinish_pct: 24.3
  regArea_um2: 4000
status:
  outcome: "finished clean"
hold_path:
  holdCritPathClass: "in -> reg"
-- synthesized netlist by cell type, drive strengths merged --
library cell,instances
or3b,1
nor2,13
dfxtp,8
edfxtp,128
nand2,9
nor2b,2
buf,8
nand2b,2
nor3,4
and2,1
nand3,1
nand3b,2
a22oi,16
mux4,32
clkbuf,3
-- metrics by stage --
stage | std cells | power, uW | setup slack [ps] | utilization [%]
global placement | 412 | 4020 | -235 | 58.4
detailed placement | 412 | 4020 | -188 | 58.4
CTS | 444 | 7240 | 73.2 | 64.2
finish | 444 | 7180 | 83.8 | 64.2
floorplan | 230 | 3800 | 1.89 | -
global route | 444 | 7410 | 48.7 | 64.2
-- layer usage --
metal	part of all wire [%]	vias to the layer above	GRT usage (%)
li1	-	1098	-
met1	40	1206	35.9
met2	49	94	32.7
met3	9.4	12	10.1
met4	1.3	0	2.42
met5	0	-	0
-- area by class of cell --
cell class | instances | share of cell area, %
clock buffers | 18 | 6.63
multi-input cells | 83 | 16.0
repair buffers | 60 | 8.82
clock inverters | 14 | 2.34
well taps | 133 | 2.64
flip-flops and latches | 136 | 63.6
-- logic make-up (layout without fill, tap and decap cells) --
logic type | count (synthesis) | count (layout) | synth area share (%)
flops | 136 | 136 | 79.0
simple gates | 35 | 35 | 3.21
mux | 32 | 32 | 14.2
compound gates | 16 | 16 | 2.37
buf+inv | 11 | 92 | 1.19
-- state kept, by name, indices dropped and copies added, names as in the netlist --
signal    cells
data_out      8
mem         128
-- cells in the final DEF, fill, tap and decap left out, types with 3 or more instances in the layout --
cell type	count
edfxtp_1	128
buf_4	34
mux4_2	32
clkdlybuf4s50_1	19
a22oi_1	16
clkbuf_16	16
nor2_1	13
nand2_1	9
dfxtp_1	8
buf_12	5
inv_6	4
nor3_1	3
clkinvlp_4	3
-- worst min path at each step --
stage                   start             endpoint  slack (ps)  cells past startpoint
final                 addr[1]  data_out[1]$_DFF_P_         490                      5
after global routing  addr[1]  data_out[1]$_DFF_P_         510                      5
after CTS             addr[1]  data_out[1]$_DFF_P_         480                      5
-- power by group through the flow --
| stage | clock, uW | combinational [uW] | sequential, uW |
|---|---|---|---|
| CTS | 3280 | 396 | 3560 |
| global route | 3420 | 421 | 3570 |
| finish | 3230 | 387 | 3560 |
Power is estimated from default activity; no workload was simulated.
