$ cat flow/config.mk
export PLATFORM = sky130hd
export DESIGN_NAME = hex_to_seg
export DESIGN_NICKNAME = hex_to_seg
export VERILOG_FILES = /design/flow/design.v
export SDC_FILE = /design/flow/constraint.sdc
export NUM_CORES = 4
export LEC_CHECK = 1
export CORE_UTILIZATION = 30
$ cat flow/constraint.sdc
current_design hex_to_seg

set clk_period 3.6
set clk_io_pct 0.2

create_clock -name clk0 -period $clk_period [get_ports {clk}]

set non_clock_inputs [all_inputs -no_clocks]
set_input_delay [expr $clk_period * $clk_io_pct] -clock clk0 $non_clock_inputs
set_output_delay [expr $clk_period * $clk_io_pct] -clock clk0 [all_outputs]
$ cat flow/design.v
module hex_to_seg(a_to_f,an,en,clk,speed,rst);
  input clk;  
  input rst;
  input en;  
  input speed;  
  output  reg[5:0] a_to_f;
  output [5:0] an;
  reg [3:0] count= 4'b0000;
  wire led;
  user_clock c0(clk,led,speed);
  assign an = 5'b000000;
  always @(posedge led) begin
    if(rst)
    count<=4'b0000;
    else begin
    if(en) begin
    if(count==4'b0110)
    count<=4'b0000;
    else
    count<=count+1;
    end
end    
end
  always@(*) begin
   case (count)
       0: a_to_f = 6'b000001;
       1: a_to_f = 6'b000010;
       2: a_to_f = 6'b000100;
       3: a_to_f = 6'b001000;
       4: a_to_f = 6'b010000;
       5: a_to_f = 6'b100000;
     default: a_to_f = 6'b100000;  
   endcase
  end
endmodule
module user_clock(clk,led,speed);
  input speed;
  input clk;
  output led;
  reg clk_out = 0;
  reg [25:0] count = 0;
  always @(posedge clk)
 begin
    count <= count + 1;
    if (speed) begin
      if (count == 20000000) begin
      count <= 0;
      clk_out <= ~clk_out;
      end
    end
    else begin
      if (count == 67000000) begin
      count <= 0;
      clk_out <= ~clk_out;
      end
    end
  end
  assign led = clk_out;
endmodule
$ cat flow/run.sh
#!/bin/bash
# OpenROAD 26Q1-2900-gdf79404cd8, Yosys 0.63+post, stock flow scripts
make -C /OpenROAD-flow-scripts/flow DESIGN_CONFIG=/design/flow/config.mk WORK_HOME=/design/flow/orfs finish
==> changes_impl.md <==
## Implementation

* Hold Path Class: flip-flop to flip-flop
* Final setup vio count at 0
* Number of synthesis warnings at 2
* Hold endpoint: c0.count[15]$_DFF_P_
* Hold-fix buffers at CTS at 0
* Clk buf depth at 2
* Register pins left without a clock at 4
* Top-count cell post-synth: dfxtp_1
* Setup TNS at 0 ns
* Max-Slew Margin vs Limit at between 60% and 70%
* DRC viols at 0
* Area leader share at between 30% and 40%
* GRT Total Usage at about an eighth
* Post-CTS Resized at 0
* # Cells Yosys at between 150 and 200
* Worst EP arrival at roughly 2.2 ns
* Worst Path Max Fanout at 15
* Number of unconstrained endpoints at 10
* Worst-margin pin slew at a little over 0.5 ns
* Init Core Util at between 30% and 40%
* Via Count at approximately 1,200
* EDFF count, synth at 1
* Yosys top cell by area: dfxtp_1
* Netlist Area Pre-Place at 1550 um^2
* Layout Cells excl Fill at approximately 260
* DP Cell Count at ~250
* LEAKAGE at 0.620 nW
* Endpoints failing hold at 0
* DIE WIDTH at about 74 um
* Via-to-Cell Ratio at 4.76
* Most crowded layer after global routing: met2
* Fillers at 497
* Post-route ant nets at 0
* Util after Layout at between 30% and 40%
* Main flop type: dfxtp_1
* Reg-to-reg startpoint: c0.count[2]$_DFF_P_
* Syn Inst Count at about 180
* Drt initial violations at 33
* Post-DP HPWL at approximately 2000 um
* WL/cell at around 11 um
* Number of top-level pins at 16
* Flop-to-flop setup slack at between 1.5 and 2 ns
* P per Cell Area at approximately 270 nW/um^2
* Critical Path RT at ~3.6 ns
* Share of cells above drive strength 1 at 5.32%
* YS chip area at 1550 um^2
* Met1 Use GR at around 17%
* Final period utilization at about 62%
* DR pass1 iterations at 4
* Largest net degree at the start of global routing at 16
* Peak supply drop at roughly 0.00017 V
* Reg2reg end: c0.count[25]$_DFF_P_
* Status: completed
* Die height at 73.9 um
* Tmin final at around 2.2 ns
* Commonest cells in the netlist: dfxtp_1 (30), nor2_1 (29), nand3_1 (13)
* CTS tree: done
* Async SR Flop Fraction at 0%
* Distinct lib cells at 32
* CTS Buf Count at 3
* Drt total wl at 2880 um
* Min-delay src: c0.count[15]$_DFF_P_
* Hold path depth at 1
* RSZ-0062 raised after global routing: false
* Fin. max-slew vios at 0
* Reg clk slew, reported paths at approximately 0.09 ns
* Core Box Area at ~4800 um^2
* Critical setup path kind: input pin to flip-flop
* GP Congestion at ~0.85
* Skew-Pair Late Insertion Delay at 0.26 ns
* H-tree levels at 1
* Worst R2R Path Depth at 5
* CP endpoint kind: flip-flop
* First-pass GRT wire length at a little over 5000 um
* Tool Warnings at 27
* Antenna cells at 0
* Post-CTS Setup Bufs at 0
* Max_cap viols at 0
* Area Growth Syn to Fin at 11.6%
* Place WS at approximately 1.1 ns
* IO buf count at 9
* Vias in the first global route at between 1,000 and 1,500
* Met2 Use GR at between 10% and 20%
* Synth top area cells: dfxtp_1 (39%), nor2_1 (7.0%), xnor2_1 (6.8%)
* Fmax achieved at 446 MHz
* Synth flops at 31
* Antenna violations before repair at 0
* Core Rows at 25
* Startpoint Class: input pin
* Clock Skews at about 0.0031 ns
* Global Route met3 Usage at less than 1%
* Smallest hold slack at 0.521 ns
* Die ar. at about 5500 um^2
* Avg Cell Area, Syn at between 8 and 9 um^2
* GR Overflow Total at 0
* Sequential element share of the synthesized area at 40.7%
* CTS Root Cell: clkbuf_8
* Worst Slack Setup Final at 1.36 ns
worst max-delay path by stage:
stage                 endpoint  startpoint
6_report  c0.clk_out$_DFFE_PP_       speed
4_1_cts   c0.clk_out$_DFFE_PP_       speed
5_1_grt   c0.clk_out$_DFFE_PP_       speed
layer usage:
layer | vias up | wire (um)
met2 | 22 | 1270
met5 | - | 0
met1 | 555 | 1500
li1 | 634 | -
met4 | 0 | 34
met3 | 4 | 72
power breakdown:
group | total (W) | switching (W) | internal, W
clock | 0.000165 | 0.0000861 | 0.0000791
sequential | 0.000300 | 0 | 0.000300
combinational | 0.00000633 | 0.00000249 | 0.00000384
cells by family (layout without fill, tap and decap cells):
kind of cell	Yosys count	in the layout	share of synthesized area [%]
compound gates	8	8	2.83
buf+inv	17	19	5.65
xor+xnor	24	24	13.6
flops	31	31	40.7
simple gates	96	96	33.9
mux	1	1	0.726
fa+ha+maj	3	3	2.42
other cells	1	6	0.242
area by class of cell:
type                            count  area (um^2)  share of cell area, %
Multi-Input combinational cell    138          855                   49.4
Sequential cell                    31          631                   36.4
Timing Repair Buffer               10         97.6                   5.64
Tap cell                           67         83.8                   4.84
Clock buffer                        4         45.0                   2.60
Inverter                            5         18.8                   1.08
stage by stage:
step	total power [W]	cell area, um^2
after detailed placement	0.000313	1690
after CTS	0.000479	1730
after floorplan	0.000313	1570
after global routing	0.000491	1730
final	0.000471	1730
after global placement	0.000314	1690
registers in the layout (all words and copies together) (netlist names):
| name | count |
|---|---|
| c0.clk_out | 1 |
| c0.count | 26 |
| count | 4 |
cells in the final DEF, fill, tap and decap left out:
cell type	instances
a211oi_1	1
a21oi_1	3
a21oi_2	1
a31oi_1	1
and3_1	4
and4_1	2
and4bb_2	1
buf_4	1
clkbuf_1	1
clkbuf_8	3
clkdlybuf4s50_1	9
conb_1	6
dfxtp_1	30
edfxtp_1	1
ha_1	3
inv_1	5
mux2_2	1
nand2_1	12
nand2_2	1
nand3_1	13
nand3b_1	1
nand4_1	12
nand4_4	1
nor2_1	29
nor2b_1	2
nor3_1	5
nor3b_1	2
nor4_1	7
nor4_4	1
nor4b_1	2
o21ai_0	2
or3_1	1
xnor2_1	12
xor2_1	12
critical path: stages:
cell             delay (ns)
clkdlybuf4s50_1        0.47
nor3b_1                0.22
nand4_1                0.15
a21oi_2                0.36
buf_4                  0.29
No activity file was given, so power comes from the tool's default toggle rates.
