--- flow/run.sh ---
#!/bin/bash
# OpenROAD 26Q1-2900-gdf79404cd8, Yosys 0.63+post, stock flow scripts
make -C /OpenROAD-flow-scripts/flow DESIGN_CONFIG=/design/flow/config.mk WORK_HOME=/design/flow/orfs finish
--- flow/design.v ---
module VendingMachine(
  input reg start,cancel,selectSoda,confirm,clk,
  input [2:0] coins,
  output [2:0]outFirst,
  output outSecond);
  parameter[2:0] idle=0, countCoins=1, sodaSelect=2, dispense=3, giveChange=4;
  reg [2:0] currentState;
  always@ (posedge clk)
    if (!start) currentState= idle ; 
  else begin 
    case (currentState)
      idle 	   : currentState = (cancel) ? idle :((coins) ? countCoins : giveChange) ;
      countCoins : currentState = (cancel) ? idle :((coins >= 3'b010) ? sodaSelect : giveChange) ;
      sodaSelect : currentState = (cancel) ? idle :((selectSoda) ? dispense : sodaSelect) ;
      dispense   : currentState = (cancel) ? idle :((confirm) ? giveChange : dispense) ;
      default    : currentState = idle ;
    endcase
  end
  assign outFirst = (start) ? (cancel == 1'b1 | selectSoda ==1'b0 | coins < 3'b010) ? coins : (coins - 3'b010): 3'bxxx ;
  assign outSecond = ((confirm ==1'b1 && currentState == dispense) ? 1'b1 : 1'b0) ;
endmodule
--- flow/constraint.sdc ---
current_design VendingMachine

set clk_period 1.9
set clk_io_pct 0.2

create_clock -name clk0 -period $clk_period [get_ports {clk}]

set non_clock_inputs [all_inputs -no_clocks]
set_input_delay [expr $clk_period * $clk_io_pct] -clock clk0 $non_clock_inputs
set_output_delay [expr $clk_period * $clk_io_pct] -clock clk0 [all_outputs]
--- flow/config.mk ---
export PLATFORM = sky130hd
export DESIGN_NAME = VendingMachine
export DESIGN_NICKNAME = VendingMachine
export VERILOG_FILES = /design/flow/design.v
export SDC_FILE = /design/flow/constraint.sdc
export NUM_CORES = 4
export LEC_CHECK = 1
export CORE_AREA = 10 10 70 70
export DIE_AREA = 0 0 80 80
==> flow_metrics.tcl <==
# flow metrics
set metrics [dict create \
    status "finished, final reports clean" \
    ys_types 17 \
    dp.cells 88 \
    ys_seq_frac 0.404 \
    root_buffer "clkbuf_4" \
    critPathRequiredTime_ns 1.52 \
    totalWireLength_microns 692 \
    startpoint_type "primary input" \
    dieArea_sq_mm 0.00640 \
    pin_count 12 \
    slew_viol_final 0 \
    syn_area_sq_um 248 \
    cts-buffers-inserted 3 \
    setup_tns_ns 0 \
    synth_warnings 1 \
    cp.arrival_ns 1.46 \
    syn_inst 26 \
    drive_gt1_frac 0.375 \
    mux_share 0.0404 \
    lay_top_cells "buf_4, clkdlybuf4s50_1, dfxtp_1" \
    worst-path-buf-inv 3 \
    worstSetupPathType "in -> out" \
    final_cells 94 \
    num_rows 21 \
    clockBufferDepth 2 \
    synth-area-yosys_sq_um 248 \
    via_count 261 \
    ys_cells 26 \
    dp_hpwl_microns 567 \
    warning_count 25 \
    synthToLayoutAreaGrowth_pct 103 \
    cp_cell_sequence "clkdlybuf4s50_1 > nor3b_4 > buf_4 > mux2i_1 > buf_2" \
    synthesis.area_per_instance_sq_um 9.53 \
    power.density_mw_per_mm2 567 \
    hold_viol 0 \
    xor_share 0.0354 \
    globalRouteOverflowTotal 0 \
    drtAntennaViolNets 0 \
    simple_gate_area_frac 0.318 \
    slew_headroom 0.893 \
    grt_antenna_before_repair 0 \
    portBuffers 11 \
    ir_worst_vdd_mv 0.168 \
    fp.dieH_microns 80 \
    cts.clk_slew.worst_paths_ns 0.04 \
    ys_sh_aoi 0.0909 \
    drt_iter0_drc 9 \
    final_util 0.147 \
    post-route-period-util 0.967 \
    max_freq_mhz 544 \
    worst_slew_pin_slew_ns 0.159 \
    first_pass_iters 3 \
    fp.dieW_microns 80 \
    diodes 0 \
    clkSinkCount 5 \
    p_leak_nw 0.196 \
    mostFrequentLayoutCell "buf_4" \
    cp-end-kind "output port" \
    grt_max_degree 6 \
    ys_sh_adder 0.0505 \
    grt_pass1_vias 223 \
    synth.logic.top_family "simple AND/OR/NAND/NOR gates" \
    crit_path_max_incr_delay_ns 0.46 \
    drc 0 \
    maxCapViolCount 0 \
    slowest_stage "clkdlybuf4s50_1" \
    clk_latency_ns 0.24 \
    fin_skew_ns 0.00319 \
    fin_crit_ns 1.84 \
    setup_viol 0 \
    min_path_type "reg -> reg" \
    wl_per_cell_microns 7.36 \
    cp_max_fo 2 \
    hold_ws_ns 0.413 \
    h-tree-depth 1 \
    grt_first_pass_wirelength_mm 1.08 \
    cts_tree "yes" \
    via_per_inst 2.78 \
    coreArea_sq_mm 0.00342 \
    grt_use_total 0.0220 \
    fp-utilization 0.0725 \
    rsz0062_at_grt "no" \
    largest_reg_flops 5 \
    synth-seq-cells 5 \
    critical-path-top-delay-family "buffers and inverters" \
    gp_congestion 0.690 \
    fillers 394 \
]
## synthesized netlist by cell type
library cell  instances  area share
nand2b_1              3       0.076
nand2b_2              1       0.035
or2_1                 1       0.025
mux2i_1               1       0.040
a22oi_1               1       0.030
inv_1                 2       0.030
nor3b_1               1       0.030
dfxtp_1               5        0.40
ha_1                  1       0.050
buf_4                 1       0.030
or4b_1                1       0.040
a21oi_1               3       0.061
and2_1                1       0.025
nor3_1                1       0.020
nand2_1               1       0.015
xnor2_1               1       0.035
nor3b_2               1       0.050
## metal layers
layer | vias to the layer above | part of all wire | GRT usage
li1 | 130 | - | -
met1 | 120 | 0.45 | 0.0254
met2 | 9 | 0.43 | 0.0289
met3 | 2 | 0.11 | 0.0216
met4 | 0 | 0.014 | 0.00352
met5 | - | 0 | 0
## final timing paths
path,from,endpoint,slack (ns),cells after the start
worst max register to register,currentState[0],currentState[1],0.92,2
worst max-delay path,cancel,outFirst[2],0.06,5
worst min-delay path,currentState[1],currentState[0],0.41,1
worst min register to register,currentState[1],currentState[0],0.41,1
## through the flow
step / cell area [sq um] / setup WS [ns] / power [mW]
floorplan: 248 / 0.484 / 0.128
global placement: 453 / -0.607 / 0.165
detailed placement: 453 / -0.622 / 0.166
finish: 503 / 0.0624 / 0.285
CTS: 500 / 0.00819 / 0.291
global route: 503 / 0.00974 / 0.303
## final cells by class
class	instances	area, sq um	share of cell area
timing repair buffer	19	160	0.318
multi-input combinational	18	151	0.301
sequential	5	100	0.199
tap	46	57.6	0.114
clock buffer	4	26.3	0.0522
inverter	2	7.51	0.0149
## power by group
part	total, mW	switching, mW	internal (mW)
logic	0.0554	0.0179	0.0375
registers	0.110	0.00150	0.109
clock network	0.119	0.0402	0.0792
## repair_timing
| item | in CTS | in global routing |
|---|---|---|
| endpoints found under the hold margin | 0 | 0 |
| gates resized | 13 | 1 |
| pin swaps | 3 | 0 |
| buffers inserted | 2 | 0 |
| hold buffers | 0 | 0 |
| setup endpoints to repair | 2 | 2 |
## cells by family (layout without fill, tap and decap cells)
group,count (synthesis),after routing
compound gates,4,4
xor+xnor,1,1
fa+ha+maj,1,1
buf+inv,3,25
flops,5,5
mux,1,1
simple gates,11,11
No activity file was given, so power comes from the tool's default toggle rates.
